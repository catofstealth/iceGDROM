$ cat design/flow/config.mk
export PLATFORM = sky130hd
export DESIGN_NAME = ide_reset_generator
export DESIGN_NICKNAME = ide_reset_generator
export VERILOG_FILES = /design/flow/design.v
export SDC_FILE = /design/flow/constraint.sdc
export NUM_CORES = 4
export LEC_CHECK = 1
export CORE_AREA = 10 10 103 103
export DIE_AREA = 0 0 113 113
$ cat design/flow/constraint.sdc
current_design ide_reset_generator

set clk_period 3.2
set clk_io_pct 0.2

create_clock -name clk0 -period $clk_period [get_ports {clk}]

set non_clock_inputs [all_inputs -no_clocks]
set_input_delay [expr $clk_period * $clk_io_pct] -clock clk0 $non_clock_inputs
set_output_delay [expr $clk_period * $clk_io_pct] -clock clk0 [all_outputs]
$ cat design/flow/design.v
module ide_reset_generator (
			    input rst_in,
			    input clk,
			    output rst_out
			    );
   reg 	       rst;
   reg [20:0]  rst_cnt;
   assign rst_out = ~rst;
   always @(posedge clk) begin
      if (rst_in == rst) begin
	 rst_cnt <= 21'h000000;
      end else begin
	 if (rst_in == 1'b0 && rst_cnt == 21'h000300) begin
	    rst <= 1'b0;
	 end else if (rst_in == 1'b1 && rst_cnt == 21'h150000) begin
	    rst <= 1'b1;
	 end
	 rst_cnt <= rst_cnt + 1;
      end
   end
endmodule  
$ cat design/flow/run.sh
#!/bin/bash
# OpenROAD 26Q1-2900-gdf79404cd8, Yosys 0.63+post, stock flow scripts
make -C /OpenROAD-flow-scripts/flow DESIGN_CONFIG=/design/flow/config.mk WORK_HOME=/design/flow/orfs finish
==> Table 3: Implementation characteristics <==
Characteristics after synthesis and place and route

Parameter                              Value

STA
  Clock skew    0.00608 ns
  Worst max-slew margin expressed relative to the limit    70.0%
  Actual slew at the worst max-slew pin    0.448 ns
  Top achievable clock speed    531 MHz
  Number of hold-slack violations in the final timing report    0
  Final Cycle Share    58.8%
  Setup TNS after final layout    0 ns
  Min Tclk post-route    1.88 ns
  Setup repair after global routing missed its margin    no
  Final tally of setup violations    0
  Max-slew violations    0
  Crit path setup slack, layout    1.32 ns

Logic synthesis
  Post-Synthesis Cell Area    0.00109 sq mm
  Seq share, synth    41.2%
  Top cells by area    dfxtp_1, xnor2_1, nor2_1
  Top flip-flop cell by instance count after synthesis    dfxtp_1
  Post-synth ARST share    0%
  Number of instances in the synthesized netlist    120
  Post-synthesis cell type count    33
  Flops out of synthesis    22
  Post-synth top cells    dfxtp_1, nor2_1, nand2_1, xnor2_1, nor4_1
  Share of the synthesized area in the top cell type    38.5%
  Cells in synth_stat.txt    120
  Yosys warns    1
  Average instance area after synthesis    9.10 sq um
  Synth area leader    dfxtp_1
  Chip area estimate from yosys synthesis    0.00109 sq mm
  Post-synth tally of flip-flops with integrated enable    1
  Most common cell in the synthesized netlist    dfxtp_1

GRT
  Wire length of the first global-routing pass    3.47 mm
  Final global-route overflow total    0
  Initial antenna violation count    0
  Total Routing Usage GR    3.07%
  Vias in the first global route    757
  Maximum number of pins on one net before global-route repair    22

Power
  Leakage power    0.459 nW
  Total power    0.000481 W
  IR Drop Worst-Case VDD    0.000147 V
  Internal Power    0.000376 W
  Power dissipated by switching net loads    0.000105 W
  Sequential Power Share    59.0%
  Power share of the clock group    36.6%
  Combinational fraction of design power    4.5%
  PwrDens    375 mW/mm^2
  Switching Fraction    21.8%

Critical path
  Startpoint types    register
  Worst endpoint data arrival time    1.24 ns
  Crit end category    output pin
  Highest fanout seen on the critical path    3
  Endpoint required time on the critical path    2.56 ns
  Classification of the worst setup path    register to output pin

Clock tree
  Total CTS buffers    3
  CTS tree    built
  Clk Tree Root Cell    clkbuf_8
  Clock Pin Slew Worst Setup and Hold Paths    0.08 ns
  CTS sink cnt    22
  Number of buffers between clock root and the deepest sink    2
  Buffer count from post-CTS setup fixing    0
  H-tree depth    1
  Post-cts repair resize count    0
  Clk latency late pin    0.26 ns
  CTS Hold Buffers Added    0

Outcome
  Status    completed

Placed design
  Placement-stage cell area    0.00124 sq mm
  Half-perimeter wire length after detailed placement    1.38 mm
  Number of buffers added on ports    2
  Last weighted congestion value of the routability-driven placer    0.777
  Worst Setup Slack post-DPL    1.11 ns

Detailed routing
  Wire length reported by the detailed router    1.95 mm
  Antenna Diode Count    0
  Detail-routed net length per standard cell    8.52 um
  Via count of the routed design    814
  Tally of nets with antenna violations remaining after routing    0
  Via/cell ratio    3.55
  1st-iter DRT viols    53
  Count of TritonRoute iterations in the first routing pass    4
  Number of DRC violations after detailed routing    0

Layout
  Relative area change from synthesis to final layout    17.5%
  Share of the core filled with cells    15.5%
  Non-Filler Cell Area, Final    0.00128 sq mm
  Total area of sequential cells    450 sq um
  FILL cells    911
  Gate Area    614 sq um
  Fraction of layout instances using a drive strength above 1    11.3%

Die
  Area of the die    0.0128 sq mm
  Horizontal die dimension    113 um
  CORE AREA    0.00830 sq mm
  Floorplan row count    33
  Initial standard-cell utilization of the core    13.2%
  I/O pins    3
  Vert. Die Dim    113 um

Flow run
  Tally of OpenROAD warnings    26
  Max cap viols    0

Worst hold path
  Worst hold path class    register to register
[layout make-up]
| class | count | share of cell area [%] |
|---|---|---|
| multi-input combinational | 91 | 47.9 |
| sequential | 22 | 35.1 |
| inverter | 4 | 1.17 |
| clock buffer | 4 | 3.51 |
| timing repair buffer | 3 | 2.14 |
| tap | 105 | 10.2 |
[registers in the layout (all words and copies together) (netlist names)]
signal / flops
rst: 1
rst_cnt: 21
[logic make-up (layout without fill, tap and decap cells)]
kind of cell	Yosys count	count (layout)	share of synthesized area, %
simple gates	60	60	33.4
flops	22	22	41.2
compound gates	15	15	9.28
xor+xnor	14	14	11.2
buf+inv	7	11	2.52
fa+ha+maj	2	2	2.29
[metrics by stage]
stage | hold slack [ns] | std cells
floorplan | 0.459 | 120
global placement | 0.486 | 225
detailed placement | 0.501 | 225
CTS | 0.521 | 229
global route | 0.581 | 229
finish | 0.524 | 229
[placed cells by master (no fill, tap or decap), types with 2 or more instances in the layout]
cell type	synthesis	layout
dfxtp_1	21	21
nor2_1	18	18
nand2_1	10	10
xnor2_1	9	9
nor4_1	6	6
nand3_1	5	5
xor2_1	5	5
a21oi_1	5	5
inv_1	4	4
nor3_1	4	4
clkbuf_8	0	3
nand4_1	2	2
and2_1	2	2
nand4_2	2	2
nor4_4	2	2
a31o_1	2	2
a31oi_1	2	2
a41o_1	2	2
o21ai_0	2	2
ha_1	2	2
clkdlybuf4s50_1	0	2
[routing by layer]
| layer | GRT usage (%) | part of all wire, % | vias up |
|---|---|---|---|
| met5 | 0 | 0 | - |
| met4 | 0.169 | 0 | 0 |
| met3 | 0.962 | 3.1 | 0 |
| met2 | 4.76 | 42 | 5 |
| met1 | 4.28 | 55 | 377 |
| li1 | - | - | 432 |
[path summary, 6_finish.rpt]
kind         startpoint           to  slack [ns]  cells past startpoint
max                 rst      rst_out        1.32                      2
min          rst_cnt[0]   rst_cnt[0]        0.52                      1
max reg2reg  rst_cnt[0]  rst_cnt[20]        1.52                      5
min reg2reg  rst_cnt[0]   rst_cnt[0]        0.52                      1
[power by group through the flow]
stage | clock network [W] | registers (W) | logic [W]
CTS | 0.000183 | 0.000284 | 0.0000212
global route | 0.000190 | 0.000284 | 0.0000246
finish | 0.000176 | 0.000284 | 0.0000215
[worst max-delay path, cell delays in order, from the launching register on]
cell	delay (ns)
edfxtp_1	0.45
inv_1	0.08
clkdlybuf4s50_1	0.46
Power and IR drop assume default switching activity.
