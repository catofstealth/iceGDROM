### design/flow/constraint.sdc
current_design cdda_interface

set clk_period 1578.5
set clk_io_pct 0.2

create_clock -name clk0 -period $clk_period [get_ports {clk}]

set non_clock_inputs [all_inputs -no_clocks]
set_input_delay [expr $clk_period * $clk_io_pct] -clock clk0 $non_clock_inputs
set_output_delay [expr $clk_period * $clk_io_pct] -clock clk0 [all_outputs]
### design/flow/config.mk
export PLATFORM = sky130hd
export DESIGN_NAME = cdda_interface
export DESIGN_NICKNAME = cdda_interface
export VERILOG_FILES = /design/flow/design.v
export SDC_FILE = /design/flow/constraint.sdc
export NUM_CORES = 4
export LEC_CHECK = 1
export CORE_UTILIZATION = 40
export SYNTH_MEMORY_MAX_BITS = 65536
### design/flow/run.sh
#!/bin/bash
# OpenROAD 26Q1-2900-gdf79404cd8, Yosys 0.63+post, stock flow scripts
make -C /OpenROAD-flow-scripts/flow DESIGN_CONFIG=/design/flow/config.mk WORK_HOME=/design/flow/orfs finish
### design/flow/design.v
module cdda_interface (
		       output bck,
		       output sd,
		       output lrck,
		       input clk,
		       input rst,
		       input[10:0] sram_a,
		       input[31:0] sram_d_in,
		       output[7:0] sram_d_out,
		       input       sram_cs,
		       input       sram_oe,
		       input[3:0]  sram_wstrb,
		       output      sram_wait,
		       input[7:0]  sdcard_dma_data,
		       input[8:0]  sdcard_dma_addr,
		       input       sdcard_dma_strobe,
		       );
   parameter CLK_FREQUENCY = 33868800;
   assign sram_wait = 1'b0;
   reg [7:0] sram_d;
   assign sram_d_out = sram_d;
   wire consume_data;
   wire [15:0] left_read_data, right_read_data;
   wire [7:0]  cpu_access_pos;
   wire        cpu_writes_to_buffer;
   wire        cpu_writes_left_low, cpu_writes_left_high;
   wire        cpu_writes_right_low, cpu_writes_right_high;
   reg enabled_d, enabled_q;
   reg dso_enabled_d, dso_enabled_q;
   reg underflow_d, underflow_q;
   reg dma_mode_d, dma_mode_q;
   reg dma_buffer_select_d, dma_buffer_select_q;
   reg [7:0] bufpos_d, bufpos_q;
   reg [7:0] last_valid_data_d, last_valid_data_q;
   reg [7:0] scratchpad_d, scratchpad_q;
   wire [9:0] write_addr;
   wire [3:0] write_strobe;
   wire [15:0] write_data_l;
   wire [15:0] write_data_r;
   assign write_addr = (dma_mode_q? {dma_buffer_select_q, sdcard_dma_addr} : sram_a[9:0]);
   assign write_strobe = (dma_mode_q? 1 << sdcard_dma_addr[1:0] : sram_wstrb);
   assign write_data_l = (dma_mode_q? {2{sdcard_dma_data}} : sram_d_in[15:0]);
   assign write_data_r = (dma_mode_q? {2{sdcard_dma_data}} : sram_d_in[31:16]);
   assign cpu_access_pos = write_addr[9:2];
   assign cpu_writes_to_buffer = (dma_mode_q? sdcard_dma_strobe : (sram_cs & sram_a[10]));
   assign cpu_writes_left_low = cpu_writes_to_buffer & write_strobe[0];
   assign cpu_writes_left_high = cpu_writes_to_buffer & write_strobe[1];
   assign cpu_writes_right_low = cpu_writes_to_buffer & write_strobe[2];
   assign cpu_writes_right_high = cpu_writes_to_buffer & write_strobe[3];
   digital_sound_output #(.CLK_FREQUENCY(CLK_FREQUENCY))
   dso_inst(.clk(clk), .rst(rst), .enabled(dso_enabled_q),
	    .left(left_read_data), .right(right_read_data),
	    .bck(bck), .sd(sd), .lrck(lrck), .consume(consume_data));
   ide_data_buffer left_data(.clk(clk), .rst(rst),
			     .read_addr(bufpos_q),
			     .read_data(left_read_data),
			     .write_addr(cpu_access_pos),
			     .write_data(write_data_l),
			     .write_hi(cpu_writes_left_high),
			     .write_lo(cpu_writes_left_low));
   ide_data_buffer right_data(.clk(clk), .rst(rst),
			      .read_addr(bufpos_q),
			      .read_data(right_read_data),
			      .write_addr(cpu_access_pos),
			      .write_data(write_data_r),
			      .write_hi(cpu_writes_right_high),
			      .write_lo(cpu_writes_right_low));
   always @(*) begin
      case (sram_a[3:2])
	2'b00: sram_d = { 4'b0000, dma_buffer_select_q, dma_mode_q, underflow_q, enabled_q };
	2'b01: sram_d = bufpos_q;
	2'b10: sram_d = last_valid_data_q;
	2'b11: sram_d = scratchpad_q;
	default: sram_d = 0;
      endcase  
   end
   always @(*) begin
      bufpos_d = bufpos_q;
      underflow_d = underflow_q;
      enabled_d = enabled_q;
      last_valid_data_d = last_valid_data_q;
      scratchpad_d = scratchpad_q;
      dma_mode_d = dma_mode_q;
      dma_buffer_select_d = dma_buffer_select_q;
      if (enabled_q) begin
	 dso_enabled_d = 1'b1;
	 if (consume_data) begin
	    if (bufpos_q == last_valid_data_q)
	      underflow_d = 1'b1;
	    else
	      bufpos_d = bufpos_q+1;
	 end
      end else begin
	 if (consume_data)
	   dso_enabled_d = 1'b0;
	 else
	   dso_enabled_d = dso_enabled_q;
      end
      if (sram_cs & sram_wstrb[0] & ~sram_a[10]) begin
	 case (sram_a[3:2])
	   2'b00: begin
	      enabled_d = sram_d_in[0];
	      if (sram_d_in[1]) underflow_d = 1'b0;
	      dma_mode_d = sram_d_in[2];
	      dma_buffer_select_d = sram_d_in[3];
	   end
	   2'b01: bufpos_d = sram_d_in[7:0];
	   2'b10: last_valid_data_d = sram_d_in[7:0];
	   2'b11: scratchpad_d = sram_d_in[7:0];
	 endcase  
      end
   end
   always @(posedge clk) begin
      if (rst) begin
	 enabled_q <= 1'b0;
	 dso_enabled_q <= 1'b0;
	 underflow_q <= 1'b0;
	 bufpos_q <= 8'h00;
	 last_valid_data_q <= 8'h00;
	 scratchpad_q <= 8'h55;
	 dma_mode_q <= 1'b0;
	 dma_buffer_select_q <= 1'b0;
      end else begin
	 enabled_q <= enabled_d;
	 dso_enabled_q <= dso_enabled_d;
	 underflow_q <= underflow_d;
	 bufpos_q <= bufpos_d;
	 last_valid_data_q <= last_valid_data_d;
	 scratchpad_q <= scratchpad_d;
	 dma_mode_q <= dma_mode_d;
	 dma_buffer_select_q <= dma_buffer_select_d;
      end
   end
endmodule  
module digital_sound_output (
			     input clk,
			     input rst,
			     input enabled,
			     input[15:0] left,
			     input[15:0] right,
			     output bck,
			     output sd,
			     output lrck,
			     output consume
		       );
   parameter CLK_FREQUENCY = 33868800;
   localparam BCK_HALF_PERIOD = (CLK_FREQUENCY / 44100 / 64 / 2);
   function integer log2;
      input integer value;
      begin
         value = value-1;
         for (log2=0; value>0; log2=log2+1)
           value = value>>1;
      end
   endfunction
   reg [log2(BCK_HALF_PERIOD)-1:0]  bck_counter_d, bck_counter_q;
   reg 	      bck_d, bck_q;
   reg 	      sd_d, sd_q;
   reg 	      lrck_d, lrck_q;
   reg	      bit_active_d, bit_active_q;
   reg [5:0]  bit_counter_d, bit_counter_q;
   reg [31:0] shiftreg_d, shiftreg_q;
   reg 	      consume_d, consume_q;
   assign bck = bck_q;
   assign sd = sd_q;
   assign lrck = lrck_q;
   assign consume = consume_q;
   always @(*) begin
      if (enabled) begin
	 if (bck_counter_q == BCK_HALF_PERIOD-1) begin
	    bck_counter_d = 0;
	    bck_d = ~bck_q;
	 end else begin
	    bck_counter_d = bck_counter_q + 1;
	    bck_d = bck_q;
	 end
      end else begin
	 bck_counter_d = 0;
	 bck_d = bck_q;
      end
      if ((bck_counter_q == BCK_HALF_PERIOD-2) & bck_q & enabled)
	bit_active_d = 1'b1;
      else
	bit_active_d = 1'b0;
      shiftreg_d = (enabled? shiftreg_q : 32'h00000000);
      consume_d = 1'b0;
      if (bit_active_q) begin
	 if (bit_counter_q[4]) begin
	    sd_d = shiftreg_q[31];
	    shiftreg_d = {shiftreg_q[30:0],1'b0};
	 end else begin
	    sd_d = 1'b0;
	    if (bit_counter_q == 0) begin
	       shiftreg_d = {left, right};
	       consume_d = 1'b1;
	    end
	 end
	 lrck_d = ~bit_counter_q[5];
	 bit_counter_d = bit_counter_q+1;
      end else begin
	 sd_d = sd_q;
	 lrck_d = lrck_q;
	 bit_counter_d = bit_counter_q;
      end
   end
   always @(posedge clk) begin
      if (rst) begin
	 bck_counter_q <= 0;
	 bck_q <= 1'b0;
	 sd_q <= 1'b0;
	 lrck_q <= 1'b0;
	 bit_active_q <= 1'b0;
	 bit_counter_q <= 5'b00000;
	 shiftreg_q <= 32'h00000000;
	 consume_q <= 1'b0;
      end else begin
	 bck_counter_q <= bck_counter_d;
	 bck_q <= bck_d;
	 sd_q <= sd_d;
	 lrck_q <= lrck_d;
	 bit_active_q <= bit_active_d;
	 bit_counter_q <= bit_counter_d;
	 shiftreg_q <= shiftreg_d;
	 consume_q <= consume_d;
      end
   end
endmodule  
module ide_data_buffer(input clk,
		       input rst,
		       input[7:0] read_addr,
		       output[15:0] read_data,
		       input[7:0] write_addr,
		       input[15:0] write_data,
		       input write_hi,
		       input write_lo
		       );
   reg [15:0] ram_data[255:0];
   reg [15:0] data_latch;
   assign read_data = data_latch;
   always @(posedge clk) begin
      if (write_hi)
	ram_data[write_addr][15:8] <= write_data[15:8];
      if (write_lo)
	ram_data[write_addr][7:0] <= write_data[7:0];
      data_latch <= ram_data[read_addr];
   end
endmodule  
==> flow_summary_export.csv <==
group,metric,value,unit
layout,syn2layout_area_growth,12.5,%
pwr,seqPwrFrac,0.557,
synth,yosysChipArea,321000,sq um
outcome,status,"finished, final reports clean",
synth,ys_seq_frac,0.773,
global_route,grt_max_degree,137,
pwr,p_leak,108,nW
die,chip_area,806000,sq um
clocking,ctsRootBufferMaster,"clkbuf_16",
critical_path,required,1262800,ps
pwr,vdd_drop_max,0.00121,mV
synth,ys_cells,15400,
die,floorplan.core_util,0.402,
sta,drv_slew,0,
sta,rsz0062_at_grt,"false",
synth,ys_ff,8299,
pwr,internal_power,345,uW
critical_path,arrival,317850,ps
detailed_routing,drcViolationCount,0,
placed_design,dpl.hpwl,581000,um
clocking,cts_num_sinks,8299,
layout,layout-drive-gt1-share,0.230,
pwr,p_switching,91.1,uW
pwr,powerDensity,1.21,nW/um^2
global_route,first_global_vias,172000,
die,core,799000,sq um
clocking,cts.clk_slew.worst_paths,60,ps
layout,fill_cells,65700,
job,maxCapViolations,0,
critical_path,r2r_cells,14,
placed_design,port_buffers,76,
clocking,clkLatencyLatePin,1190,ps
pwr,p_comb_frac,0.031,
global_route,antenna_found_initial,68,
sta,relSlewSlack,0.277,
synth,synth_adder_area_share,0.000234,
clocking,cts-htree-levels,6,
pwr,sw_frac_of_total,0.209,
critical_path,critPathMaxFanout,14,
critical_path,endpoint_kind,"primary output",
detailed_routing,via_per_inst,5.84,
die,io-pin-count,81,
synth,syn_area,321000,sq um
synth,simple_gate_share,0.0228,
synth,yosys.cell_types.count,77,
placed_design,place_congestion,0.917,
detailed_routing,firstDrtPassIters,8,
global_route,grt_pass1_wl,1320000,um
critical_path,r2r_setup_slack,1570940,ps
global_route,grt_use_total,0.256,
worst_hold_path,min_to,"underflow_q$_SDFF_PP0_",
synth,ys_top_logic_family,"multiplexers",
sta,clock_skew,59.5,ps
synth,mux_area_frac,0.149,
sta,min_period,633550,ps
sta,maxClockFrequency,0.00158,GHz
placed_design,placed_cells,25800,
worst_hold_path,hold_start,"underflow_q$_SDFF_PP0_",
detailed_routing,drt.antenna.violating_nets,0,
sta,tightestPinTransition,1080,ps
synth,syn_inst,15400,
detailed_routing,post_drt_wl_per_cell,34.4,um
pwr,p_clk_frac,0.412,
synth,xor_area_frac,0.000546,
layout,fin_cells,27400,
die,die_h,898,um
critical_path,cp-start-kind,"primary input",
pwr,finalPower,436,uW
synth,synth-edff-count,8192,
sta,finalSetupViolCount,0,
synth,async_flop_share,0,
synth,ys.flop_type,"edfxtp_1",
clocking,cts_hold_buf,0,
sta,period_used_share,0.401,
synth,aoi_share,0.0368,
clocking,cts_tree,"yes",
detailed_routing,vias,160000,
sta,hold_viol,0,
clocking,cts_buffer_depth,4,
clocking,cts_setup_buffers,0,
global_route,gr-total-overflow,0,
worst_hold_path,min_path_cells,2,
detailed_routing,routed_wl,942000,um
clocking,ctsResizeCount,0,
worst_hold_path,hold_path_class,"reg -> reg",
die,die_width,898,um
critical_path,r2r_end,"right_data.data_latch[15]$_DFF_P_",
critical_path,critical_path_class,"in -> out",
clocking,numCtsBuffers,781,
synth,avgSynthCellArea,20.8,sq um
synth,ys_warn_count,3,
critical_path,r2r_start,"bufpos_q[0]$_SDFF_PP0_",
sta,finalSetupTns,0,ps
detailed_routing,drtIter0Drc,11800,
job,tool_warnings,94,
die,rows,328,
==> power by group through the flow <==
stage         combinational [mW]  clock [mW]  sequential, mW
finish                    0.0136       0.180           0.243
global route              0.0144       0.190           0.243
CTS                       0.0136       0.182           0.243
==> routing by layer <==
metal | GRT usage | vias to the layer above | routed length (um) | part of all wire
met3 | 0.221 | 1777 | 186000 | 0.20
met5 | 0.0306 | - | 2380 | 0.0025
met4 | 0.0898 | 110 | 41800 | 0.044
li1 | - | 65800 | - | -
met1 | 0.287 | 81700 | 284000 | 0.30
met2 | 0.359 | 10300 | 429000 | 0.46
==> worst max-delay path, cell delays in order <==
cell	delay, ps
clkdlybuf4s50_1	890
nand2b_1	320
o21ai_0	390
clkdlybuf4s50_1	550
==> how the worst max path moves through the flow <==
stage	start	to	slack, ps	depth (start not counted)
after global routing	sram_a[2]	sram_d_out[6]	944830	4
after CTS	sram_a[2]	sram_d_out[7]	944920	4
final	sram_a[2]	sram_d_out[7]	944950	4
==> cells in the mapped netlist (28+ instances only) <==
cell | instances | area [sq um]
edfxtp_1 | 8192 | 246000
mux4_2 | 1762 | 39700
nor2_1 | 1192 | 4470
mux2i_1 | 743 | 7440
clkbuf_1 | 500 | 1880
a22oi_1 | 452 | 3390
a21oi_1 | 339 | 1700
nand2_1 | 288 | 1080
buf_2 | 210 | 1050
o21ai_0 | 208 | 1040
a221oi_1 | 186 | 1630
o221ai_1 | 109 | 955
buf_6 | 107 | 1200
dfxtp_1 | 107 | 2140
buf_4 | 100 | 751
nand3_1 | 85 | 425
buf_1 | 77 | 289
mux2_2 | 72 | 811
a211oi_1 | 56 | 420
a22o_1 | 52 | 455
inv_1 | 49 | 184
a31oi_1 | 46 | 288
nor4_1 | 38 | 238
o22ai_1 | 38 | 238
nor3_1 | 34 | 170
nand2b_1 | 28 | 175
==> sequential cells by signal (all words and copies together) (netlist names), 3 cells and up <==
register	cells
bufpos_q	8
dso_inst.bck_counter_q	3
dso_inst.bit_counter_q	6
dso_inst.shiftreg_q	32
last_valid_data_q	8
left_data.data_latch	16
left_data.ram_data	4096
right_data.data_latch	16
right_data.ram_data	4096
scratchpad_q	8
==> cell usage in the layout (no fill, tap or decap), types with 125 or more instances in the layout <==
| cell | n |
|---|---|
| mux2i_1 | 743 |
| nand2_1 | 233 |
| a21oi_1 | 336 |
| buf_4 | 747 |
| o21ai_0 | 176 |
| mux4_2 | 1762 |
| a221oi_1 | 186 |
| clkbuf_16 | 792 |
| nor2_1 | 1176 |
| a22oi_1 | 452 |
| clkinv_1 | 189 |
| diode_2 | 125 |
| clkbuf_1 | 190 |
| edfxtp_1 | 8192 |
==> cell families (layout without fill, tap and decap cells) <==
kind of cell	count (synthesis)	in the layout
adder cells (fa/ha/maj)	6	6
buffers and inverters	1051	2312
other	1	126
XOR/XNOR	20	20
multiplexers	2577	2577
flip-flops	8299	8299
AND-OR/OR-AND	1682	1682
AND/OR/NAND/NOR	1774	1774
==> layout make-up <==
class,count,area [sq um],share of cell area
diodes,125,313,0.000866
clock buffers,994,20700,0.0573
clock inverters,413,3250,0.00901
inverters,53,220,0.000610
multi-input cells,6060,68200,0.189
flip-flops and latches,8299,248000,0.687
well taps,10600,13200,0.0366
repair buffers,852,6960,0.0193
==> through the flow <==
step / utilization / hold WS [ps] / instance area (sq um) / worst slack, ps
finish: 0.452 / 481 / 361000 / 944950
global route: 0.452 / 496 / 361000 / 944830
floorplan: - / 432 / 321000 / 946260
detailed placement: 0.422 / 476 / 337000 / 944920
CTS: 0.452 / 486 / 361000 / 944920
global placement: 0.422 / 465 / 337000 / 944890
Power is estimated from default activity; no workload was simulated.
