File: flow/config.mk
export PLATFORM = sky130hd
export DESIGN_NAME = sdcard_interface
export DESIGN_NICKNAME = sdcard_interface
export VERILOG_FILES = /design/flow/design.v
export SDC_FILE = /design/flow/constraint.sdc
export NUM_CORES = 4
export LEC_CHECK = 1
export CORE_UTILIZATION = 30
File: flow/constraint.sdc
current_design sdcard_interface

set clk_period 4.9
set clk_io_pct 0.2

create_clock -name clk0 -period $clk_period [get_ports {clk}]

set non_clock_inputs [all_inputs -no_clocks]
set_input_delay [expr $clk_period * $clk_io_pct] -clock clk0 $non_clock_inputs
set_output_delay [expr $clk_period * $clk_io_pct] -clock clk0 [all_outputs]
File: flow/design.v
module sdcard_interface(
			output sclk,
			output mosi,
			input miso,
			input clk,
			input rst,
			input [9:0] sram_a,
			input [15:0] sram_d_in,
			output [15:0] sram_d_out,
			input sram_cs,
			input sram_oe,
			input [1:0] sram_wstrb,
			output sram_wait,
			output [7:0] dma_data,
			output [8:0] dma_addr,
			output dma_strobe
			);
   wire [7:0] spi_data_in;
   wire [7:0] spi_data_out;
   wire       start, finished;
   wire       spi_crc_in_bit, spi_crc_out_bit, spi_crc_strobe;
   wire       crc16_x, crc7_x;
   reg [7:0]  divider_d, divider_q;
   reg [4:0]  bits_d, bits_q;
   reg [7:0]  latch_d, latch_q;
   reg 	      avail_d, avail_q;
   reg [8:0]  dma_counter_d, dma_counter_q;
   reg        dma_mode_d, dma_mode_q, dma_trigger_d, dma_trigger_q;
   reg [15:0] crc16_d, crc16_q;
   reg [6:0]  crc7_d, crc7_q;
   assign     spi_data_in = (dma_mode_q? 8'hff : sram_d_in[7:0]);
   assign     start = (dma_mode_q? dma_trigger_q : (sram_cs & sram_wstrb[0] & (sram_a[4:2] == 3'b001)));
   assign     sram_wait = 1'b0;
   assign     dma_data = latch_q;
   assign     dma_addr = dma_counter_q;
   assign     dma_strobe = avail_q & dma_mode_q;
   reg [15:0] sram_d;
   assign sram_d_out = sram_d;
   assign crc16_x = crc16_q[15]^spi_crc_in_bit;
   assign crc7_x = crc7_q[6]^spi_crc_out_bit;
   sdcard_spi spi_inst(.sclk(sclk), .mosi(mosi), .miso(miso),
		       .rst(rst), .clk(clk), .data_in(spi_data_in),
		       .data_out(spi_data_out), .divider(divider_q),
		       .bits(bits_q), .start(start), .finished(finished),
		       .crc_in_bit(spi_crc_in_bit), .crc_out_bit(spi_crc_out_bit),
		       .crc_strobe(spi_crc_strobe));
   always @(*) begin
      sram_d = 16'h0000;
      case (sram_a[4:2])
	3'b000: sram_d[7:0] = {avail_q, dma_mode_q, 1'b0, bits_q};
	3'b001: sram_d[7:0] = latch_q;
	3'b010: sram_d[7:0] = divider_q;
	3'b100: sram_d = crc16_q;
	3'b101: sram_d[7:0] = { crc7_q, 1'b1 };
      endcase
   end
   always @(*) begin
      divider_d = divider_q;
      bits_d = bits_q;
      avail_d = avail_q;
      latch_d = latch_q;
      dma_counter_d = dma_counter_q;
      dma_mode_d = dma_mode_q;
      dma_trigger_d = 1'b0;
      crc16_d = crc16_q;
      crc7_d = crc7_q;
      if (sram_cs & sram_wstrb[0]) begin
	 case (sram_a[4:2])
	   3'b000: begin
	      bits_d = sram_d_in[4:0];
	      if (sram_d_in[6]) begin
		 dma_mode_d = 1'b1;
		 dma_trigger_d = 1'b1;
		 dma_counter_d = 9'h000;
	      end else begin
		 dma_mode_d = 1'b0;
	      end
	      avail_d = sram_d_in[7];
	   end
	   3'b001: avail_d = 1'b0;
	   3'b010: divider_d = sram_d_in[7:0];
	   3'b100: crc16_d[7:0] = sram_d_in[7:0];
	   3'b101: crc7_d = sram_d_in[7:1];
	 endcase
      end
      if (sram_cs & sram_wstrb[1]) begin
	 case (sram_a[4:2])
	   3'b100: crc16_d[15:8] = sram_d_in[15:8];
	 endcase  
      end
      if (finished) begin
	 avail_d = 1'b1;
	 latch_d = spi_data_out;
      end
      if (avail_q & dma_mode_q) begin
	 avail_d = 1'b0;
	 dma_counter_d = dma_counter_q + 1;
	 if (dma_counter_q == 9'h1ff)
	   dma_mode_d = 1'b0;
	 else
	   dma_trigger_d = 1'b1;
      end
      if (spi_crc_strobe) begin
	 crc16_d = {crc16_q[14:0],1'b0}^{3'b000,crc16_x,6'b000000,crc16_x,4'b0000,crc16_x};
	 crc7_d = {crc7_q[6:0],1'b0}^{3'b000,crc7_x,2'b00,crc7_x};
      end
   end  
   always @(posedge clk) begin
      if (rst) begin
	 divider_q <= 8'h00;
	 bits_q <= 5'h00;
	 avail_q <= 1'b0;
	 latch_q <= 8'h00;
	 dma_counter_q <= 8'h00;
	 dma_mode_q <= 1'b0;
         dma_trigger_q <= 1'b0;
	 crc16_q <= 16'h0000;
	 crc7_q <= 7'h00;
      end else begin
	 divider_q <= divider_d;
	 bits_q <= bits_d;
	 avail_q <= avail_d;
	 latch_q <= latch_d;
	 dma_counter_q <= dma_counter_d;
	 dma_mode_q <= dma_mode_d;
         dma_trigger_q <= dma_trigger_d;
	 crc16_q <= crc16_d;
	 crc7_q <= crc7_d;
      end
   end
endmodule  
module sdcard_spi (
		   output sclk,
		   output mosi,
		   input  miso,
		   input rst,
		   input clk,
		   input [7:0] data_in,
		   output [7:0] data_out,
		   input [7:0] divider,
		   input [4:0] bits,
		   input start,
		   output finished,
		   output crc_in_bit,
		   output crc_out_bit,
		   output crc_strobe,
		  );
   reg 	     sclk_d, sclk_q;
   reg [7:0] shift_in_d, shift_in_q, shift_out_d, shift_out_q;
   reg [7:0] counter;
   reg 	     toggle, latch_d, latch_q, active_d, active_q;
   reg [4:0] bits_d, bits_q;
   assign    sclk = sclk_q;
   assign    mosi = shift_out_q[7];
   assign    finished = active_q & ~active_d;
   assign    data_out = {shift_in_q[6:0], latch_q};
   assign    crc_in_bit = latch_q;
   assign    crc_out_bit = shift_out_q[7];
   assign    crc_strobe = active_q & toggle & sclk_q;
   always @(posedge clk) begin
      if (divider == 0)
	toggle <= 1'b1;
      else
	toggle <= (counter+1 == divider);
      if (toggle | ~active_q)
	counter <= 0;
      else
	counter <= counter+1;
   end
   always @(*) begin
      sclk_d = sclk_q;
      shift_in_d = shift_in_q;
      shift_out_d = shift_out_q;
      latch_d = latch_q;
      bits_d = bits_q;
      active_d = active_q;
      if (active_q & toggle) begin
	 sclk_d = ~sclk_q;
	 if (sclk_q) begin
	    shift_in_d = {shift_in_q[6:0], latch_q};
	    shift_out_d = {shift_out_q[6:0], 1'b1};
	    if ((bits_q == 0) | ~shift_in_q[6]) begin
	       active_d = 1'b0;
	    end else begin
	       bits_d = bits_q-1;
	    end
	 end else begin
	    latch_d = miso;
	 end
      end
      if (start) begin
	 shift_in_d = 8'hff;
	 shift_out_d = data_in;
	 bits_d = bits;
	 active_d = 1'b1;
      end
   end
   always @(posedge clk) begin
      if (rst) begin
	 active_q <= 1'b0;
	 bits_q <= 5'h00;
	 sclk_q <= 1'b0;
	 latch_q <= 1'b0;
	 shift_in_q <= 8'h00;
	 shift_out_q <= 8'h00;
      end else begin
	 active_q <= active_d;
	 bits_q <= bits_d;
	 sclk_q <= sclk_d;
	 latch_q <= latch_d;
	 shift_in_q <= shift_in_d;
	 shift_out_q <= shift_out_d;
      end
   end
endmodule  
File: flow/run.sh
#!/bin/bash
# OpenROAD 26Q1-2900-gdf79404cd8, Yosys 0.63+post, stock flow scripts
make -C /OpenROAD-flow-scripts/flow DESIGN_CONFIG=/design/flow/config.mk WORK_HOME=/design/flow/orfs finish
==> deck_impl_summary.md <==
Implementation Results

Final timing
  – RSZ-0062 raised after global routing: false
  – Setup violations, final: 0
  – Final max-slew violation count: 0
  – Hold Vio Cnt, Final: 0
  – Worst Tran Pin Value: 822.0 ps
  – Post-Route Skew: 5.514 ps
  – Post-route worst setup slack: 745.1 ps
  – Fin crit period: 4155 ps
  – Fin crit share: 0.8479
  – F_max: 0.2407 GHz
  – Post-Route Setup TNS: 0 ps
  – Slew headroom: 0.4520

Hold path
  – WHS Endpoint: spi_inst.bits_q[1]
  – Hold path depth: 2
  – Hold Path Origin: bits_q[1]
  – Class of the worst hold path: flop to flop

Critical path
  – Top cell by count, worst path: clkdlybuf4s50_1
  – Startpoint types: input pin
  – WP buf/inv: 3
  – FF-to-FF End: spi_inst.toggle
  – Slowest stage cell, crit path: clkdlybuf4s50_1
  – Crit path arrival time: 3170 ps
  – CP top delay family: buffers and inverters
  – Internal reg-to-reg setup slack: 2940 ps
  – Endpoint class of the critical path: primary output
  – Crit. path cell count: 5
  – Crit-path max cell delay: 960 ps
  – Crit Path Max Fanout: 19
  – Crit path kind: input pin to primary output
  – Crit path DRT: 3920 ps
  – FF-to-FF Start: spi_inst.counter[0]
  – Worst R2R Path Depth: 5
  – Cell breakdown of the critical path: clkdlybuf4s50_1, mux4_2, inv_1, o21ai_0, clkdlybuf4s50_1

Placed design
  – Placement Cell Area: about 5100 um^2
  – Routability cong.: between 0.8 and 0.9
  – Pre-CTS WS: 730.4 ps
  – Buffers on Ports: 60
  – Post-DP HPWL: 7861 um
  – Inst Count DP: 719

Synth
  – Max-area cell share: 0.4013
  – Post-synth EDFFs: 0
  – Ys async rst share: 0
  – Dominant cell type by area after synthesis: dfxtp_1
  – Synth Instances: 510
  – Ys cells: 510
  – Synth warn: 2
  – Synth area leaders: dfxtp_1, mux2i_1, nor2_1, nand2_1, xnor2_1
  – Avg Cell Area, Syn: between 8 and 9 um^2
  – Ys flops: 88
  – Post-synth top flop: dfxtp_1
  – Synth top cell by count: dfxtp_1
  – Seq share, synth: 0.4013
  – Synth top cells by count: dfxtp_1, nor2_1, nand2_1
  – Yosys chip area: 4390 um^2
  – Cell Type Count: 55
  – Synth Cell Area: 4390 um^2

Drt
  – TritonRoute pass-1 iters: 4
  – DRC errors left: 0
  – 1st-iter DRT viols: between 300 and 400
  – Wire per inst: 15.68 um
  – Antenna-violating nets left: 0
  – Vias per inst: 5.213
  – Total vias in the final route: 3826
  – Total routed wirelength: 11510 um
  – Ant diodes: 0

Global routing
  – Largest net degree at the start of global routing: 77
  – Initial antenna violation count: 0
  – Vias in the first global route: 3528
  – Total grt overflow: 0
  – Global-route wire length before repair: about 19000 um
  – Total GRT Usage: 0.1615

Job
  – Log Warnings: 34
  – Max Cap Viol: 0

Die
  – Die X-Extent: roughly 120 um
  – FP Util: 0.3115
  – Core area: between 10000 and 15000 um^2
  – IO Pins: around 70
  – Die Height: 123.0 um
  – Die footprint: 15120 um^2
  – FP Rows: about 43

Final layout
  – Layout cell share with drive strength beyond 1: 0.06498
  – Syn-to-layout area delta: 23.71%
  – Post-layout util: 0.3853
  – Fillers: 1400
  – Fin cells: 734
  – Fin area: 5431 um^2

CTS
  – Root buf cell: clkbuf_16
  – Clock latency (worst-skew pair): 340 ps
  – CTS resizes: 0
  – CTS tree: done
  – H-tree levels: 3
  – Clk sinks: 88
  – Hold buffer count at cts: 0
  – TritonCTS buffer count: 9
  – CTS max path bufs: 2
  – Total setup buffers inserted after CTS: 0
  – Clock slew at reported path FFs: ~60 ps

Power
  – Switching power: 0.3418 mW
  – Internal: 1.277 mW
  – Reg power frac: 0.454
  – Gate power share: 0.058
  – Maximum vdd drop: 176.7 uV
  – Clock Power Share: 0.489
  – Pleak: slightly below 2 nW
  – Sw Ratio: 0.2111
  – Cell Pwr Density: 298.1 nW/um^2

Run status
  – Status: completed
==> per-stage QoR <==
step           power, mW  hold WS [ps]
4_1_cts            1.631         472.9
6_report           1.619         468.3
3_5_place_dp      0.8425         467.0
3_3_place_gp      0.8419         459.8
5_1_grt            1.675         488.7
2_1_floorplan     0.8023         438.5
==> final cells by class <==
| type | count | area (um^2) | area share |
|---|---|---|---|
| Multi-Input combinational cell | 371 | 2415 | 0.4446 |
| Sequential cell | 88 | 1762 | 0.3243 |
| Timing Repair Buffer | 66 | 640.6 | 0.1179 |
| Clock buffer | 12 | 246.5 | 0.04538 |
| Tap cell | 180 | 225.2 | 0.04147 |
| Clock inverter | 3 | 90.09 | 0.01659 |
| Inverter | 14 | 52.55 | 0.009675 |
==> metal layers <==
layer  part of all wire  GRT usage
met1               0.49     0.2503
met2               0.43     0.2275
met3              0.072    0.05226
met4              0.014    0.02184
met5                  0          0
==> registers in the layout, indices dropped and copies added (netlist names) <==
name and flops:
avail_q 1, bits_q 5, crc16_q 16, crc7_q 7, divider_q 8, dma_counter_q 9, dma_mode_q 1, dma_trigger_q 1
latch_q 8, spi_inst.active_q 1, spi_inst.bits_q 5, spi_inst.counter 8, spi_inst.latch_q 1, spi_inst.sclk_q 1, spi_inst.shift_in_q 7, spi_inst.shift_out_q 8
spi_inst.toggle 1
==> power groups by stage <==
stage	combinational [mW]	clock, mW	sequential (mW)
CTS	0.0930	0.803	0.734
global route	0.102	0.837	0.735
finish	0.0936	0.791	0.734
==> worst reg2reg max path, cell delays in order (launching register included) <==
cell      delay [ps]
dfxtp_1          340
ha_1             260
or2_1            230
mux2_2           260
a2111o_1         410
o41ai_2          360
==> how the worst max path moves through the flow <==
stage | startpoint | end | slack, ps
global route | sram_a[4] | sram_d_out[5] | 590
CTS | sram_a[2] | sram_d_out[7] | 730
finish | sram_a[2] | sram_d_out[7] | 750
==> kinds of logic (layout without fill, tap and decap cells) <==
kind of cell	after synthesis	count (layout)	synth area share
adders and majority gates	5	5	0.01425
AOI/OAI and AO/OA	116	116	0.1804
other	1	1	0.0008541
and+or+nand+nor	179	179	0.1838
muxes	40	40	0.1066
buffers and inverters	51	95	0.04987
xor gates and xnor gates	30	30	0.06298
DFF	88	88	0.4013
==> cells in the final DEF, fill, tap and decap left out, types with 7 or more instances in the layout <==
cell,n
nand2_1,55
mux2i_1,31
and3_1,7
xor2_1,10
nand3_1,17
a31oi_1,9
a21oi_1,24
clkdlybuf4s50_1,59
a311oi_1,11
dfxtp_1,88
and2_1,10
inv_1,14
clkbuf_16,9
o21ai_0,23
nor2_1,65
xnor2_1,19
a211oi_1,21
No activity file was given, so power comes from the tool's default toggle rates.
